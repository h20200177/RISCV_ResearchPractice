<file path="/design/flow/run.sh">
#!/bin/bash
# OpenROAD 26Q1-2900-gdf79404cd8, Yosys 0.63+post, stock flow scripts
make -C /OpenROAD-flow-scripts/flow DESIGN_CONFIG=/design/flow/config.mk WORK_HOME=/design/flow/orfs finish
</file>
<file path="/design/flow/constraint.sdc">
current_design mux3

set clk_period 18.4
set clk_io_pct 0.2

create_clock -name clk0 -period $clk_period [get_ports {clock}]

set non_clock_inputs [all_inputs -no_clocks]
set_input_delay [expr $clk_period * $clk_io_pct] -clock clk0 $non_clock_inputs
set_output_delay [expr $clk_period * $clk_io_pct] -clock clk0 [all_outputs]
</file>
<file path="/design/flow/design.v">
`timescale 1ns / 1ps
module main_proc(clock,i_m,mem_enable,count,pc_in);
input clock,mem_enable;
wire [31:0]pc_out;
output [3:0]count;
wire [31:0]instr,result;
input i_m;
wire [2:0] mem_alu;
wire [31:0]rd1,rd2,imm_i,imm_s,shmt_i,imm_u,alu_B,imm_b,imm_j;
wire B_INV,CIN;
wire [1:0]m,s,shift,sel;
wire [3:0]alu_op;
wire reg_wr,reg_rd;
wire [31:0]rd;
input [31:0]pc_in;
wire [31:0] final_pc;
wire [1:0]pc1;
wire pc2;
wire [31:0]JLR,data_mem;
wire final_rd;
wire [31:0] out1;
wire [1:0]alu_src;
 main_controller A2(instr,clock,alu_op,pc1,pc2,wr_rd,i_m,reg_wr,reg_rd,mem_alu,alu_src,final_rd);
instr_mem A3(final_pc,clock,mem_enable,instr);
register_file AX(instr,rd,reg_wr,reg_rd,clock,rd1,rd2);
 mux2 M2(clock,alu_src,imm_i,imm_s,shmt_i,rd2, alu_B);
 mux1 M1(final_rd,out1,data_mem,rd);
 data_memory A8 (result,clock,wr_rd,i_m,rd2,data_mem);
mux3 M3( mem_alu,clock, pc_in,imm_u,result, out1);
 alu_control A4(B_INV,shift,sel,CIN,m,s,clock,alu_op);
 ALU A5(rd1,alu_B,CIN,B_INV,clock,s,m,shift,sel,result,comp,JLR,count);   
 imm_gen A6(instr,imm_i,imm_u,imm_s,imm_b,imm_j,shmt_i,clock);
pc_generation A7(pc_in,pc_out,pc1,pc2,JLR,clock);
mux4 M4(result, final_pc, i_m,clock, pc_in);
endmodule
module mux1 (final_rd,out1,data_mem,rd);
input final_rd;
input [31:0]out1, data_mem;
output [31:0]rd;
assign rd = final_rd ? out1 : data_mem;
endmodule
module mux2 (clock,alusrc,imm_i,imm_s,shmt_i,rd2, alu_B);
input [1:0]alusrc;
input [31:0]imm_i,imm_s,shmt_i;
input [31:0]rd2;
output reg [31:0]alu_B;
input clock;
always@(posedge clock)
begin
case (alusrc)
2'd0: alu_B = rd2;
2'd1: alu_B = imm_i;
2'd2: alu_B = imm_s;
2'd3: alu_B = shmt_i;
default:
alu_B = 32'bz;
endcase
end
endmodule
module mux3 ( mem_alu,clock, pc_in,imm_u,result, out1 );
output reg [31:0] out1;
input [2:0]mem_alu;
input [31:0] imm_u,pc_in;
input clock;
wire [31:0]x1,x2;
input [31:0]result;
adder32 A1(1'b0,pc_in,32'd4,x1,carryout); 
adder32 A2(1'b0,pc_in,imm_u,x2,carryout);
always @(posedge clock)
begin
case(mem_alu)
3'd0: out1 = x1;
3'd1: out1 = x2;
3'd2: out1 = imm_u;
3'd3: out1 = result;
default:
out1 = 32'bz;
endcase
end 
endmodule
module mux4 (result, final_pc, i_m,clock, pc_in);
input [31:0] result,pc_in;
output reg [31:0]final_pc;
input i_m;
input clock;
always@(posedge clock)
final_pc = i_m ?  pc_in : result ;
endmodule
`timescale 1ns / 1ps
module pc_generation(pc_in,pc_out,pc1,pc2,JLR,clock);
input [31:0]JLR,pc_in;
input [1:0]pc1;
input pc2;
output reg [31:0]pc_out;
wire [31:0]imm_b,imm_j;
input clock;
wire comp;
wire [31:0]JLR;
wire [31:0] pc_B;
reg [31:0]pc_A;
always@(posedge clock)
begin
case(pc1)
2'd0:
pc_A = 32'd4;
2'd1:  
pc_A = imm_j;
2'd2: 
if(comp)
pc_A = imm_b;
else
pc_A = 32'd4;
2'd3: 
pc_A = 32'h0;
default : pc_A = 32'hz;
endcase
end
adder32 X1(1'b0,pc_in,pc_A,pc_B,carryout); 
always @(posedge clock)
begin
pc_out = pc2 ? JLR:pc_B ;
end
endmodule
module adder32(carryin,x,y,sub_add,carryout);
parameter n = 32;
output [n-1:0]sub_add;
output carryout;
input [n-1:0]x,y;
input carryin;
 wire [n-1:0]temp_sub_add;
 wire [n:0]w;
 genvar i;
 assign w[0] = carryin;
 generate
 for (i=0; i<n; i=i+1 )
 begin: nbit_adder
full_adder1 fa(w[i],x[i],y[i],temp_sub_add[i],w[i+1]);
end
endgenerate
assign carryout = w[n];
assign sub_add = {carryout,temp_sub_add};
endmodule
module full_adder1 (cin,a,b,sum,cout);
output sum,cout;
input a,b,cin;
assign sum = a^b^cin;
assign cout = (a&b)|(b&cin)|(a&cin);
endmodule
</file>
<file path="/design/flow/config.mk">
export PLATFORM = sky130hd
export DESIGN_NAME = mux3
export DESIGN_NICKNAME = mux3
export VERILOG_FILES = /design/flow/design.v
export SDC_FILE = /design/flow/constraint.sdc
export NUM_CORES = 4
export LEC_CHECK = 1
export CORE_UTILIZATION = 30
</file>
==> results.py <==
# Synthesis and PnR figures
metrics = {
    "route": {
        "first_pass_iters": 4,
        "wl_um": 7690,
        "insertedDiodeCount": 0,
        "drc": 0,
        "drt_iter0_drc": 34,
        "ant_nets": 0,
        "vias_per_cell": 4.49,
        "wl_per_cell_um": 14.5,
        "num_vias": 2383,
    },
    "worst_setup_path": {
        "cp_common_cell": "fa_1",
        "critical_path.max_fanout": 2,
        "arrival_ns": 16.71,
        "crit_path_end_kind": "register",
        "cpMaxStageDelayCell": "clkdlybuf4s50_1",
        "required_ns": 18.58,
        "start_kind": "input pin",
        "worstSetupPathType": "input pin to register",
        "slowest_delay_ns": 0.49,
    },
    "floorplan": {
        "dieArea_um2": 10300,
        "die_width_um": 101,
        "rows": 35,
        "fp.coreArea_um2": 9420,
        "ios": 132,
        "fp_util_pct": 31.5,
        "die-height_um": 101,
    },
    "placement": {
        "place_area_um2": 4340,
        "placed_cells": 523,
        "place_ws_ns": 1.50,
        "globalplace.congestion": 0.808,
        "io_buffers": 131,
        "dp_hpwl_um": 5690,
    },
    "final_timing": {
        "finalWorstSetupSlack_ns": 1.86,
        "tns_ns": 0,
        "tightestPinTransition_ns": 0.851,
        "timing.hold.ws_ns": 4.06,
        "max-slew-margin-rel_pct": 43.3,
        "rsz0062_at_grt": "no",
        "finalSetupViolCount": 0,
        "maxSlewViolCount": 0,
        "clock.fmax_ghz": 0.0605,
        "min_period_over_period_pct": 89.9,
        "min_period_ns": 16.54,
        "timing_hold_violations_final": 0,
    },
    "power_and_ir_drop": {
        "ir_drop_mv": 0.0242,
        "p_leak_nw": 2.03,
        "powerDensity_nw_per_um2": 51.7,
    },
    "cells_and_area": {
        "drive_gt1_share_pct": 8.71,
        "largest_register_ffs": 32,
        "fin_area_um2": 4430,
        "syn2layout_area_growth_pct": 49.4,
        "final_cells": 531,
    },
    "synthesis": {
        "ys_seq_share_pct": 21.6,
        "ys_cells": 277,
        "syn_avg_cell_area_um2": 10.7,
        "synth_cells": 277,
        "synth.area.top_cells": "dfxtp_1, fa_1, ha_1",
        "synth_cell_types": 27,
        "yosysChipArea_um2": 2960,
        "yosys_warnings": 5,
        "ys.flops": 32,
        "yosysTopAreaCellShare_pct": 21.6,
        "synth_area_um2": 2960,
        "synth.largest_area_cell": "dfxtp_1",
    },
    "clock_tree": {
        "cts_post_setup_buffers_inserted": 0,
        "post_cts_resized": 0,
        "hold_buffers": 0,
        "tritoncts": "built",
        "clk_pin_slew_worst_paths_ns": 0.07,
        "numCtsBuffers": 5,
        "cts_htree_levels": 2,
        "cts_sinks": 32,
        "clockRootBuffer": "clkbuf_8",
        "clockBufferDepth": 2,
    },
    "global_route": {
        "grt_pass1_vias": 2615,
        "grt_pass1_wl_um": 12700,
        "grt-ovfl-total": 0,
        "grt_antenna_before_repair": 0,
        "grtUsageTotal_pct": 16.2,
        "grt_max_degree": 38,
    },
    "status": {
        "outcome": "complete, no violations",
    },
    "flow_run": {
        "tool_warnings": 25,
        "drv_cap": 0,
    },
    "min_path": {
        "hp-class": "input pin to register",
    },
}
-- power breakdown --
part           internal (mW)  total [mW]  leakage [nW]  switching, mW
Combinational         0.0569      0.0913          1.72         0.0344
Sequential            0.0771      0.0791         0.270        0.00202
Clock                 0.0306      0.0585        0.0455         0.0279
Total                  0.165       0.229          2.03         0.0644
-- metrics by stage --
stage	total power [mW]	utilization, %
3_5_place_dp	0.172	46.1
5_1_grt	0.248	47.0
4_1_cts	0.234	47.0
6_report	0.229	47.0
2_1_floorplan	0.126	-
3_3_place_gp	0.173	46.1
-- layer usage --
| metal | share of wire [%] | routed length, µm | up-vias | global-route usage, % |
|---|---|---|---|---|
| li1 | - | - | 1204 | - |
| met1 | 47 | 3610 | 1099 | 24.1 |
| met2 | 47 | 3590 | 75 | 26.6 |
| met3 | 5.4 | 416 | 5 | 2.80 |
| met4 | 0.82 | 63 | 0 | 1.11 |
| met5 | 0 | 0 | - | 0 |
-- final timing paths --
path,startpoint,to,cells after the start
worst max-delay path,pc_in[0],out1[30]$_DFF_P_,36
worst min-delay path,pc_in[0],out1[0]$_DFF_P_,3
-- worst max-delay path, delay by kind of cell --
kind / cells / cell delay (ns)
adder cells (fa/ha/maj): 31 / 11.98
buffers and inverters: 2 / 0.54
AND-OR/OR-AND: 2 / 0.44
AND/OR/NAND/NOR: 1 / 0.06
-- cells in the final DEF, fill, tap and decap left out, drive strengths merged, types with 2 or more instances in the layout --
master and instances:
a21oi 2, a22oi 27, buf 6, clkbuf 8
clkdlybuf4s50 129, dfxtp 32, fa 30, ha 29
inv 63, mux2i 29, nand2b 2, o211a 2
o22a 28, o22ai 2, o32a 2, xnor2 3
-- cell type report --
| cell class | instances | area, µm² |
|---|---|---|
| inverters | 63 | 236 |
| well taps | 129 | 161 |
| repair buffers | 135 | 1330 |
| multi-input cells | 164 | 1970 |
| clock buffers | 8 | 90.1 |
| flip-flops and latches | 32 | 641 |
| fillers | 846 | 4990 |
-- cell families (layout without fill, tap and decap cells) --
group                      after synthesis  in the layout  share of synthesized area [%]
AOI/OAI and AO/OA                       66             66                           21.5
xor gates and xnor gates                 3              3                          0.887
adders and majority gates               59             59                           32.5
buffers and inverters                   81            206                           11.9
DFF                                     32             32                           21.6
muxes                                   30             30                           10.2
and+or+nand+nor                          6              6                           1.39
-- synthesized netlist by cell type --
cell	count
o21ba_2	1
nor2b_4	1
o31ai_1	1
o22a_1	28
nor2_1	1
a21oi_1	2
nand2_1	1
a22oi_1	7
clkbuf_4	1
o211a_1	2
ha_1	29
nand2b_1	2
mux2_2	1
fa_1	30
a22oi_2	20
mux2i_1	29
xnor2_1	3
o22ai_1	2
o32a_1	2
buf_2	7
inv_1	63
buf_6	4
dfxtp_1	32
o2111ai_1	1
or4_1	1
clkbuf_1	4
buf_4	2
No activity file was given, so power comes from the tool's default toggle rates.
