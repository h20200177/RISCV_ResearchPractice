$ cat design/flow/design.v
`timescale 1ns / 1ps
module pc_generation(pc_in,pc_out,pc1,pc2,JLR,clock);
input [31:0]JLR,pc_in;
input [1:0]pc1;
input pc2;
output reg [31:0]pc_out;
wire [31:0]imm_b,imm_j;
input clock;
wire comp;
wire [31:0]JLR;
wire [31:0] pc_B;
reg [31:0]pc_A;
always@(posedge clock)
begin
case(pc1)
2'd0:
pc_A = 32'd4;
2'd1:  
pc_A = imm_j;
2'd2: 
if(comp)
pc_A = imm_b;
else
pc_A = 32'd4;
2'd3: 
pc_A = 32'h0;
default : pc_A = 32'hz;
endcase
end
adder32 X1(1'b0,pc_in,pc_A,pc_B,carryout); 
always @(posedge clock)
begin
pc_out = pc2 ? JLR:pc_B ;
end
endmodule
module adder32(carryin,x,y,sub_add,carryout);
parameter n = 32;
output [n-1:0]sub_add;
output carryout;
input [n-1:0]x,y;
input carryin;
 wire [n-1:0]temp_sub_add;
 wire [n:0]w;
 genvar i;
 assign w[0] = carryin;
 generate
 for (i=0; i<n; i=i+1 )
 begin: nbit_adder
full_adder1 fa(w[i],x[i],y[i],temp_sub_add[i],w[i+1]);
end
endgenerate
assign carryout = w[n];
assign sub_add = {carryout,temp_sub_add};
endmodule
module full_adder1 (cin,a,b,sum,cout);
output sum,cout;
input a,b,cin;
assign sum = a^b^cin;
assign cout = (a&b)|(b&cin)|(a&cin);
endmodule
$ cat design/flow/constraint.sdc
current_design pc_generation

set clk_period 7.6
set clk_io_pct 0.2

create_clock -name clk0 -period $clk_period [get_ports {clock}]

set non_clock_inputs [all_inputs -no_clocks]
set_input_delay [expr $clk_period * $clk_io_pct] -clock clk0 $non_clock_inputs
set_output_delay [expr $clk_period * $clk_io_pct] -clock clk0 [all_outputs]
$ cat design/flow/run.sh
#!/bin/bash
# OpenROAD 26Q1-2900-gdf79404cd8, Yosys 0.63+post, stock flow scripts
make -C /OpenROAD-flow-scripts/flow DESIGN_CONFIG=/design/flow/config.mk WORK_HOME=/design/flow/orfs finish
$ cat design/flow/config.mk
export PLATFORM = sky130hd
export DESIGN_NAME = pc_generation
export DESIGN_NICKNAME = pc_generation
export VERILOG_FILES = /design/flow/design.v
export SDC_FILE = /design/flow/constraint.sdc
export NUM_CORES = 4
export LEC_CHECK = 1
export CORE_AREA = 10 10 112 112
export DIE_AREA = 0 0 122 122
==> run notes <==
Implementation results

The final critical path time including I/O delays and setup is 7.32 ns. The number of antenna violations at the first check in global routing is 0. The worst-case hold slack is 0.616 ns. The iteration count of the initial detailed-routing pass is 2. Between clock sinks in the finished design, the worst skew comes to around 0.0026 ns. Looking at the max-slew report, the worst-margin pin has a slew of 0.614 ns. The run finished with clean final reports. Of the total power, registers draw 44.2%. The layout report lists the multi-input gate area as 853 um^2.

After detailed routing, the average wire length per cell comes to 13.1 um. The number of clock buffers inserted by TritonCTS is 5. Entering global routing, the biggest net connects 34 pins. The OpenROAD warning count is 25. The final setup violation count is 0.

For reference, the placement row count at floorplan is 37. Ranked by instance count, the synthesized netlist is headed by 33 x dfxtp_1, 29 x ha_1, 28 x mux2_4. The pre-placement core utilization is approximately 15%. The routed layout has 1112 vias.

By instance count, the cell type seen most on the critical path is ha_1. The critical path startpoint category is a primary input. Total global-route track usage over all layers is 5.66%. The total wire length is 4470 um. Post-route period utilization is reported as 96.3%. The vias per cell is 3.26.

The switching power share of the total is 20.6%. The post-placement cell area is 2660 um^2. The classification of the worst setup path is in -> reg. For reference, the clock transition at the flip-flops on the worst setup and hold paths is 0.07 ns. The routed layout reports a DRC error count of 0. The cell with the largest stage delay on the worst path is clkdlybuf4s50_1. The maximum ir drop on the vdd rail is 0.0000576 V. After the first detailed-routing iteration, the DRC count stood at 23. Clock tree synthesis selected as its root buffer the cell clkbuf_8. In the final layout, the share of cells above drive strength 1 is 22.9%. Setup repair after global routing left no endpoint under its margin.

The share of power burned in combinational logic is roughly a fifth. Sorting the Yosys area breakdown by cell type puts at the top dfxtp_1. The count of antenna diodes in the layout is 0.

The average cell area after synthesis is 15.5 um^2. The final report gives the standard cell area, fillers excluded, as 2780 um^2. The via count of the first global-routing pass is 1222. The data arrival time at the worst-slack endpoint is around 7.5 ns. The cts-stage hold buffer count is 0. The area of the mapped netlist is 1570 um^2.

In the Yosys report the total cell count is 101. The routability congestion estimate from global placement is 0.762. The placed wire-length estimate is 3730 um. The area of the core is 10200 um^2. The final-report hold violation count is 0. Counting tap cells, the placed design contains a total of 333 instances. The flip-flop and latch count after synthesis is 33. For this run, the leading register cell type out of synthesis is dfxtp_1. Fill cells in the final layout number 1047. The number of buffers and inverters on the critical path is 1.

The H-tree depth is 2. The worst min-delay path category is reg -> reg. The share of the synthesized area in the top cell type is 42.1%. The power report puts the leakage power at between 1 and 1.5 nW. The number of flops mapped to enable cells by yosys is 0. In this build the clock could be raised as far as 0.137 GHz. The flow reports that the clock network draws 34.5% of the design power. The number of setup buffers added after CTS is 0.

The run reported a max-capacitance violation count of 0. The count of unique library cells instantiated by Yosys is 9. The source-to-sink clock delay at the later pin of the worst-skew pair is 0.28 ns. The total die area is approximately 15000 um^2.

The global route stage reports its total congestion overflow as 0. The area taken by flip-flops and latches is 661 um^2. For this design the top-level I/O count stands at about 100. Input and output buffers added on the ports amount to 99. The relative slew slack is around 59%. The setup total negative slack is 0 ns.

The final max-slew violation count recorded for this run is 0. The first-pass GRT wire length is 6510 um. The power report lists cell-internal power as 0.000344 W. In this run the vertical extent of the chip is between 100 and 150 um. No sink is reached through more buffers than the 2 on the longest clock path. The area growth from synthesis to layout is 77.0%. In this run the power spent charging and discharging nets is 0.0000890 W. The worst setup path is captured at a flip-flop. The report lists the power per cell area as 156 nW/um^2. The number of standard cells in the final layout excluding fillers is 341. The TritonCTS clock tree is done.

The synthesized netlist has a Yosys-reported chip area of 1570 um^2. The critical path endpoint has a required time of a little under 8 ns. The worst hold path cell count is 2.

The number of warnings printed during yosys synthesis is 68. The main area contributors are dfxtp_1 42%, mux2_4 27%, ha_1 23%. Measured in cells, the most critical reg-to-reg path has a length of 30. The fraction of the yosys area taken by sequential cells is 42.1%. Nets still carrying antenna violations after routing amount to 0.

The number of stages on the worst setup path is 31. The share of async-settable or async-resettable flops after synthesis is 0%. dfxtp_1 is the most common cell in the netlist. The clock drives 33 sinks. The number of instances in the synthesized netlist is 101. The largest fanout of any net on the critical path is 1. The horizontal die dimension is 122 um. The delay of the slowest cell on the worst path is 0.41 ns. The cell family with the largest share of critical-path delay is adder cells.
-- cells by family after synthesis --
logic type / share of synthesized area, %
flip-flops: 42.1
AND/OR/NAND/NOR: 0.478
XOR/XNOR: 0.558
AND-OR/OR-AND: 0.318
adder cells (fa/ha/maj): 23.1
multiplexers: 28.9
buffers and inverters: 4.54
-- metal layers --
metal	global-route usage (%)	up-vias	routed length [um]
met2	8.71	61	1970
met4	0.671	0	55
met5	0	-	0
li1	-	566	-
met1	7.11	480	1880
met3	3.00	5	565
-- layout by cell type, fill, tap and decap left out, drive strengths merged --
cell / count
clkdlybuf4s50: 98
dfxtp: 33
mux2: 31
ha: 29
clkbuf: 7
nand2: 2
buf: 2
xnor2: 1
o21ai: 1
clkinv: 1
-- repair_timing --
item | 4_1_cts | 5_1_grt
gates cloned | 0 | 0
gates resized | 1 | 5
pin swaps | 0 | 1
endpoints found under the setup margin | 1 | 2
-- per-stage QoR --
step / util, % / setup WS (ns) / power, W
after global placement: 26.0 / -0.304 / 0.000289
after floorplan: - / 0.646 / 0.000224
final: 27.2 / 0.278 / 0.000433
after detailed placement: 26.0 / -0.319 / 0.000289
after CTS: 27.0 / 0.0170 / 0.000447
after global routing: 27.2 / 0.0173 / 0.000462
-- sequential cells by signal, indices dropped and copies added (netlist names) --
signal	flops
pc_out	32
pc_A	1
-- path summary, 6_finish.rpt --
check	from	to	slack (ns)
worst min-delay path	pc_A[2]$_DFF_P_	pc_out[2]$_DFF_P_	0.62
worst max register to register	pc_A[2]$_DFF_P_	pc_out[30]$_DFF_P_	1.62
worst min register to register	pc_A[2]$_DFF_P_	pc_out[2]$_DFF_P_	0.62
worst max-delay path	pc_in[2]	pc_out[30]$_DFF_P_	0.28
-- tightest hold or removal path: stages, from the launching register on --
cell and delay [ns]:
dfxtp_1 0.32, ha_2 0.15, mux2_4 0.12
-- power by group through the flow --
stage         Sequential [W]  Combinational [W]  Clock [W]
CTS                 0.000191          0.0000947   0.000161
global route        0.000193           0.000100   0.000169
finish              0.000191          0.0000922   0.000149
-- final cells by class --
type,count,share of cell area (%)
clock buffers,7,3.47
clock inverters,1,0.180
multi-input cells,64,30.7
flip-flops and latches,33,23.8
well taps,136,6.12
repair buffers,100,35.7
Power figures rest on the tool's default switching activity, not on a simulated workload.
