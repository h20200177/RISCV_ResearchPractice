==> flow/design.v <==
`timescale 1ns / 1ps
module ALU(A,B,CIN,B_INV,clock,s,m,shift,sel,result,comp,JLR,count);
input [31:0]A,B;
input [1:0]s,sel,m;
input CIN,B_INV,clock;
input [1:0]shift;
output reg[31:0]result;
output [3:0]count;
output [31:0] JLR;
output reg comp;
wire [31:0]i0,i1,i2,i3,i4,i5,i6;
wire [31:0]tempB;
wire bt;
assign  tempB = B_INV?(~B):B;
logical m1(A,tempB,clock,sel,i0);  
sub_add m2(A,tempB,CIN,i1);       
shift   m3(A,B,clock,shift,i2);            
comparison m4(A,tempB,m,clock,bt,count);    
assign JLR = i1 & (~(32'd1)) ;
always@(posedge clock)
begin
case (s)
2'd0: begin result = i0; comp = 1'bz; end
2'd1: begin result = i1; comp = 1'bz; end
2'd2: begin result = i2; comp = 1'bz; end
2'd3: 
begin 
if (bt == 1'b0)
begin 
comp = 1'b0;
result = 32'd0;
end 
else 
begin
comp = 1'b1;
result = 32'd1;
end
end
default: begin result = 32'dz; comp = 1'bz; end
endcase
end
endmodule
module shift(rs,s_value,clk,x,out);
input [31:0]rs,s_value;
input [1:0]x;
input clk;
output reg[31:0]out;
reg [31:0]temp_rs;
reg flag=1'b0;
reg [31:0]i=0;
always@(posedge clk)
begin
case(x)
2'd0:out=rs<<s_value;
2'd1:out=rs>>s_value;
2'd2:out=rs>>>s_value;
default:out=32'dz;
endcase
end
endmodule
module comparison (A,B,m,clock,bt,count);
input [31:0]A,B;
input [1:0]m;
output reg bt;
input clock;
wire [32:0] out;
output reg [3:0] count = 0;
sub_add A1(A,B,1'b1,out);
always @( posedge clock )
begin
case (m)
2'd0: 
begin 
if (out  == 32'b0)
begin
 bt = 1'b1;
 count  = count + 1;
 end 
 else
 bt = 1'b0;
 end
 2'd1: 
begin 
if (out  == 32'b0 || out[32] == 1'b0)
 bt = 1'b1; 
 else
 bt = 1'b0;
 end
 2'd2: 
begin 
if ( out[32] == 1'b1 )
 bt = 1'b1; 
 else
 bt = 1'b0;
 end
 2'd3: 
begin 
if (out != 32'b0)
 bt = 1'b1; 
 else
 bt = 1'b0;
 end
 default: bt = 1'bz;
endcase
 end
endmodule
module logical(x,y,clock,sel,out);
input [31:0]x,y;
input [1:0]sel;
input clock;
output reg[31:0]out;
always@(posedge clock)
begin
case (sel)
2'd0: out=(x&y);
2'd1: out=(x|y);
2'd2: out=(x^y);
default: out=32'bz;
endcase
end
endmodule
module sub_add(a,b,flag,res);
parameter n = 32;
input [n-1:0]a,b;
input flag;
output [n:0]res;
wire [n-1:0]b;
wire c1,c2,c3,cin;
wire [n-1:n/2]out1,out2;
wire [n+1:0]out;
assign cin = flag?1'b1:1'b0;
adder A1(cin,a[((n/2)-1):0],b[((n/2)-1):0],out[((n/2)-1):0],c1);
adder A2(1'b0,a[n-1:n/2],b[n-1:n/2],out1[n-1:n/2],c2);
adder A3(1'b1,a[n-1:n/2],b[n-1:n/2],out2[n-1:n/2],c3);
assign out[n+1:n/2]=c1?{c3,out2[n-1:n/2]}:{c2,out1[n-1:n/2]};
assign res = flag?({out[n-1],out[n-1:0]}):(out);
endmodule
module adder(carryin,x,y,sub_add,carryout);
parameter n = 16;
output [n-1:0]sub_add;
output carryout;
input [n-1:0]x,y;
input carryin;
 wire [n-1:0]temp_sub_add;
 wire [n:0]w;
 genvar i;
 assign w[0] = carryin;
 generate
 for (i=0; i<n; i=i+1 )
 begin: nbit_adder
full_adder fa(w[i],x[i],y[i],temp_sub_add[i],w[i+1]);
end
endgenerate
assign carryout = w[n];
assign sub_add = {carryout,temp_sub_add};
endmodule
module full_adder(cin,a,b,sum,cout);
output sum,cout;
input a,b,cin;
assign sum = a^b^cin;
assign cout = (a&b)|(b&cin)|(a&cin);
endmodule
==> flow/run.sh <==
#!/bin/bash
# OpenROAD 26Q1-2900-gdf79404cd8, Yosys 0.63+post, stock flow scripts
make -C /OpenROAD-flow-scripts/flow DESIGN_CONFIG=/design/flow/config.mk WORK_HOME=/design/flow/orfs finish
==> flow/config.mk <==
export PLATFORM = sky130hd
export DESIGN_NAME = ALU
export DESIGN_NICKNAME = ALU
export VERILOG_FILES = /design/flow/design.v
export SDC_FILE = /design/flow/constraint.sdc
export NUM_CORES = 4
export LEC_CHECK = 1
export CORE_UTILIZATION = 30
==> flow/constraint.sdc <==
current_design ALU

set clk_period 15.5
set clk_io_pct 0.2

create_clock -name clk0 -period $clk_period [get_ports {clock}]

set non_clock_inputs [all_inputs -no_clocks]
set_input_delay [expr $clk_period * $clk_io_pct] -clock clk0 $non_clock_inputs
set_output_delay [expr $clk_period * $clk_io_pct] -clock clk0 [all_outputs]
==> results.rst <==
Flow metrics
------------

.. list-table::
   :header-rows: 1

   * - Metric
     - Value
   * - Run status
     - completed
   * - Type of element capturing the critical path
     - output port
   * - Top area contributor share
     - 18.9%
   * - Flop area
     - 2080 um^2
   * - First-pass GRT wire length
     - 58.9 mm
   * - Clock share of power
     - 24.6%
   * - Area delta synth->final
     - 18.7%
   * - Dominant Register Cell
     - dfxtp_1
   * - Routability congestion estimate from global placement
     - 0.961
   * - Initial core utilization
     - 30.7%
   * - Number of warnings reported in the yosys synthesis log
     - 13
   * - Avg WL per Cell
     - 23.1 um
   * - PortBufs
     - 142
   * - Cell variety after synth
     - 67
   * - Filler Cell Count
     - 3,358
   * - Clock slew at the register clock pins of the worst setup and hold paths
     - 80 ps
   * - CTS tree
     - done
   * - Total cell area reported by yosys after synthesis
     - 10,400 um^2
   * - P_int
     - 627 uW
   * - Total die size
     - 35,300 um^2
   * - Flops after synth
     - 102
   * - Clock tree sinks
     - 102
   * - Post-CTS resize count
     - 0
   * - Leakage power of the design
     - 0.00495 uW
   * - Cell area after technology mapping
     - 10,400 um^2
   * - Maximum number of pins on one net before global-route repair
     - 65
   * - Hold Buf Count CTS
     - 0
   * - Flip-flops with a built-in enable
     - 4
   * - Sequential share of power
     - 30.4%
   * - Ratio of cells with drive above 1 in the final layout
     - 10.9%
   * - Initial antenna violation count
     - 0
   * - Slew of the pin with the lowest slew margin
     - 800 ps
   * - Total vias in the final route
     - 8,972
   * - Overall global routing resource usage
     - 22.9%
   * - Combinational gate area
     - 7300 um^2
   * - Kind of start point of the critical path
     - input pin
   * - CP Data Required Time
     - 12,400 ps
   * - Std cell rows
     - 67
   * - Core Box Area
     - 33,800 um^2
   * - Number of violations reported at the end of detailed-routing iteration 0
     - 655
   * - Clk buf depth
     - 2
   * - Yosys cell count
     - 1,123
   * - Setup TNS
     - 0 ps
   * - RSZ-0062 raised after global routing
     - false
   * - Power per cell area
     - 79.0 nW/um^2
   * - Final number of hold-violating endpoints
     - 0
   * - Post-CTS setup buffer count
     - 0
   * - Path class of the lowest-slack min-delay path
     - flop to flop
   * - Sw power
     - 345 uW
   * - Data arrival time of the worst path
     - 10,580 ps
   * - CTS Root Cell
     - clkbuf_16
   * - Synthesized area per cell
     - 9.23 um^2
   * - Final routed DRC violation total
     - 0
   * - Die boundary width
     - 188 um
   * - Remaining number of nets flagged by the antenna check after routing
     - 0
   * - Async set-reset flop share out of synthesis
     - 0%
   * - Worst-Skew Late Latency
     - 360 ps
   * - Worst ir drop on vdd
     - 0.0648 mV
   * - Slew HR
     - 46.4%
   * - OpenROAD warning count
     - 58
   * - Shortest period the worst path allows
     - 13,680 ps
   * - Switching share of power
     - 35.5%
   * - Final Setup Violations
     - 0
   * - Total wire length after detailed routing
     - 38.2 mm
   * - Final Max Slew Viols
     - 0
   * - Share of the clock period used by the worst path after layout
     - 88.3%
   * - Iteration count of the initial detailed-routing pass
     - 5
   * - Register area share after synthesis
     - 20.1%
   * - CP Max Fanout
     - 10
   * - Most area-hungry cell type in the Yosys netlist
     - dfxtp_1
   * - Number of H-tree levels
     - 3
   * - Via count normalized by instance count
     - 5.42
   * - Gate power share
     - 45.0%
   * - Number of instances in the synthesized netlist
     - 1,123
   * - Num ports
     - 144
   * - Max-cap violation count
     - 0
   * - Cts bufs inserted
     - 9
   * - GRT Residual Overflow
     - 0
   * - Largest cells by area
     - dfxtp_1, mux4_2, fa_1, mux2i_1, ha_1
   * - Via count of the first global-routing pass
     - 8,995
   * - Dpl cell area
     - 12,000 um^2
   * - Post-DP HPWL
     - 29.5 mm
   * - Maximum operating frequency
     - 0.0731 GHz
   * - Critical path start-end classification
     - input pin to output port
   * - Floorplan die height
     - 188 um
   * - Final design instance area without fill
     - 12,300 um^2
   * - Clock Skew
     - 5.39 ps
[synthesized netlist by cell type, types with 5 or more instances]
| cell type | instances |
|---|---|
| mux2_2 | 27 |
| nand4_1 | 15 |
| dfxtp_1 | 98 |
| xnor2_1 | 6 |
| a21oi_1 | 24 |
| xor2_1 | 35 |
| ha_1 | 68 |
| o21ai_0 | 69 |
| nor2b_1 | 5 |
| nand2_1 | 113 |
| a22oi_1 | 35 |
| nor2_1 | 37 |
| inv_1 | 126 |
| nor4_1 | 11 |
| buf_1 | 11 |
| o32ai_1 | 8 |
| o211ai_1 | 10 |
| fa_1 | 57 |
| nor3_1 | 10 |
| a211oi_1 | 6 |
| nand3_1 | 21 |
| buf_4 | 22 |
| o22ai_1 | 16 |
| mux4_2 | 51 |
| clkbuf_1 | 45 |
| buf_2 | 13 |
| mux2i_1 | 90 |
| a31oi_1 | 12 |
| or2_2 | 5 |
[path summary, 6_finish.rpt]
path              cells after the start                  start                    end  slack (ps)
setup reg to reg                      2  m4.count[0]$_DFFE_PP_  m4.count[2]$_DFFE_PP_       14460
hold / removal                        0          m4.bt$_DFF_P_           comp$_DFF_P_         390
hold reg to reg                       0          m4.bt$_DFF_P_           comp$_DFF_P_         390
setup / recovery                     19                  A[17]                JLR[31]        1820
[routing by layer]
metal / share of wire [%] / track usage, % / routed length [um] / up-vias
li1: - / - / - / 4127
met4: 2.3 / 4.10 / 867 / 0
met1: 45 / 34.0 / 17200 / 4389
met3: 7.5 / 5.33 / 2850 / 47
met5: 0 / 0 / 0 / -
met2: 45 / 35.2 / 17300 / 409
[per-stage QoR]
stage	hold slack (ps)	setup slack, ps	total power, uW	util, %	std cells
6_report	386	1820	971	36.4	1656
5_1_grt	397	1490	1030	36.4	1655
4_1_cts	387	1760	977	36.4	1655
3_5_place_dp	377	1780	734	35.5	1639
3_3_place_gp	382	1830	737	35.5	1639
2_1_floorplan	326	2550	547	-	1123
[layout by cell type, fill, tap and decap left out, types with 5 or more instances in the layout]
| cell | n |
|---|---|
| o32ai_1 | 8 |
| a21oi_1 | 24 |
| nor3_1 | 10 |
| nor2_1 | 37 |
| o21ai_0 | 69 |
| buf_4 | 23 |
| xnor2_1 | 6 |
| dfxtp_1 | 98 |
| nand2_1 | 113 |
| mux2i_1 | 90 |
| clkbuf_16 | 9 |
| o211ai_1 | 10 |
| mux2_2 | 27 |
| nand4_1 | 15 |
| mux4_2 | 51 |
| a211oi_1 | 6 |
| fa_1 | 57 |
| nand3_1 | 21 |
| o22ai_1 | 16 |
| a22oi_1 | 35 |
| xor2_1 | 35 |
| nor4_1 | 11 |
| inv_1 | 126 |
| or2_2 | 5 |
| a31oi_1 | 12 |
| ha_1 | 68 |
| clkdlybuf4s50_1 | 138 |
[logic make-up (layout without fill, tap and decap cells)]
group	count (synthesis)	count (layout)	share of synthesized area, %
multiplexers	170	170	23.1
flip-flops	102	102	20.1
buffers and inverters	224	308	9.51
AND/OR/NAND/NOR	238	238	10.6
AND-OR/OR-AND	222	222	14.0
other	1	2	0.0362
XOR/XNOR	41	41	3.46
adder cells (fa/ha/maj)	125	125	19.2
[sequential cells by signal, summed over array words and instances (netlist names)]
register  flops
comp          1
m1.out       32
m3.out       32
m4.bt         1
m4.count      4
result       32
[power by group through the flow]
stage,Clock (uW),Combinational (uW),Sequential [uW]
5_1_grt,256,481,297
6_report,239,437,295
4_1_cts,245,437,295
[worst max-delay path, cell delays in order]
cell and delay (ps):
clkdlybuf4s50_1 740, inv_1 200, fa_1 470, fa_1 390, fa_1 390, fa_1 390
fa_1 390, fa_1 380, fa_1 390, fa_1 390, fa_1 390, fa_1 390
fa_1 400, fa_1 390, fa_1 400, fa_1 430, mux2i_1 210, xor2_1 220
clkdlybuf4s50_1 520
[layout make-up]
cell class	instances	area share, %
multi-input cells	797	59.3
diodes	1	0.0203
inverters	128	3.91
clock buffers	9	1.83
clock inverters	7	0.681
well taps	448	4.56
flip-flops and latches	102	16.9
repair buffers	164	12.8
Power figures rest on the tool's default switching activity, not on a simulated workload.
